$ cat /design/flow/design.v
module sync_ram_16x16 (
    input clk,                
    input we,                 
    input re,                 
    input [3:0] addr,         
    input [15:0] din,         
    output reg [15:0] dout    
);
    reg [15:0] mem [15:0];
    always @(posedge clk) begin
        if (we) begin
            mem[addr] <= din;     
        end
        if (re) begin
            dout <= mem[addr];    
        end
    end
endmodule
$ cat /design/flow/run.sh
#!/bin/bash
# OpenROAD 26Q1-2900-gdf79404cd8, Yosys 0.63+post, stock flow scripts
make -C /OpenROAD-flow-scripts/flow DESIGN_CONFIG=/design/flow/config.mk WORK_HOME=/design/flow/orfs finish
$ cat /design/flow/config.mk
export PLATFORM = sky130hd
export DESIGN_NAME = sync_ram_16x16
export DESIGN_NICKNAME = sync_ram_16x16
export VERILOG_FILES = /design/flow/design.v
export SDC_FILE = /design/flow/constraint.sdc
export NUM_CORES = 4
export LEC_CHECK = 1
export CORE_UTILIZATION = 40
$ cat /design/flow/constraint.sdc
current_design sync_ram_16x16

set clk_period 2.7
set clk_io_pct 0.2

create_clock -name clk0 -period $clk_period [get_ports {clk}]

set non_clock_inputs [all_inputs -no_clocks]
set_input_delay [expr $clk_period * $clk_io_pct] -clock clk0 $non_clock_inputs
set_output_delay [expr $clk_period * $clk_io_pct] -clock clk0 [all_outputs]
==> insert_results.sql <==
-- flow metrics import
INSERT INTO impl_metrics (metric_group, metric, value, unit) VALUES
('clock_network', 'cts_setup_buffers', '0', ''),
('drt', 'avgRoutedWirePerCell', '23.5', 'um'),
('timing', 'max_clock_freq', '510', 'MHz'),
('grt', 'groute.usage.overall', '0.181', ''),
('grt', 'grt_start_max_net_pins', '29', ''),
('clock_network', 'postCtsHoldBufs', '0', ''),
('critical_path', 'crit_path_start_kind', 'register', ''),
('job', 'openroad.warnings', '25', ''),
('drt', 'vias', '4689', ''),
('timing', 'final_report_hold_violation_count', '0', ''),
('critical_path', 'path_max_fanout', '1', ''),
('critical_path', 'timing_worst_setup_path_type', 'register to output pin', ''),
('clock_network', 'clk_path_buf_depth', '3', ''),
('clock_network', 'ctsHtreeMaxLevel', '1', ''),
('drt', 'route.antenna.diode_count', '0', ''),
('floorplanning', 'ioPinCount', '39', ''),
('placed_design', 'placed_cells', '814', ''),
('drt', 'detail_route.first_pass.iterations', '4', ''),
('timing', 'relSlewSlack', '0.589', ''),
('timing', 'finClkSkew', '0.00714', 'ns'),
('yosys', 'yosys.area.top_type_share', '0.802', ''),
('clock_network', 'cts.root.buffer_cell', 'clkbuf_16', ''),
('clock_network', 'insertion_delay', '0.52', 'ns'),
('cells_and_area', 'area_overhead_of_the_layout_relative_to_synthesis', '19.0', '%'),
('floorplanning', 'design.core.area', '0.0251', 'sq mm'),
('timing', 'tightest_slew', '0.617', 'ns'),
('power', 'total_power_draw', '8.86', 'mW'),
('critical_path', 'critical_path_s_largest_stage_delay', '0.49', 'ns'),
('cells_and_area', 'fin_cells', '860', ''),
('timing', 'min_period', '1.96', 'ns'),
('power', 'p_leak', '3.85', 'nW'),
('floorplanning', 'dieArea', '0.0261', 'sq mm'),
('critical_path', 'cell_with_the_biggest_individual_delay_on_the_critical_path', 'clkdlybuf4s50_1', ''),
('floorplanning', 'floorplan.core_util', '0.406', ''),
('yosys', 'synth_cell_type_count', '17', ''),
('grt', 'grt_pass1_vias', '5351', ''),
('critical_path', 'cp_top_family', 'buffers and inverters', ''),
('critical_path', 'cp.buffers_inverters', '1', ''),
('yosys', 'synth_chip_area', '0.0102', 'sq mm'),
('timing', 'finalCritPeriodShare', '0.726', ''),
('clock_network', 'clock_pin_slew_on_the_worst_setup_and_hold_paths', '0.06', 'ns'),
('critical_path', 'cp.required', '2.16', 'ns'),
('critical_path', 'worstPathCellList', 'clkdlybuf4s50_1', ''),
('drt', 'drt_iter0_markers', '300', ''),
('drt', 'routed_wl', '20200', 'um'),
('clock_network', 'cts.sinks', '272', ''),
('outcome', 'status', 'finished, final reports clean', ''),
('power', 'power_density', '731', 'mW/mm^2'),
('grt', 'grt_first_pass_wirelength', '31300', 'um'),
('yosys', 'synth_sequential_area_ratio', '0.802', ''),
('yosys', 'post_synth_inst_count', '434', ''),
('critical_path', 'timing.critical_path.arrival', '1.42', 'ns'),
('critical_path', 'timing.critical_path.to_type', 'output pin', ''),
('grt', 'remaining_global_route_overflow', '0', ''),
('clock_network', 'tritoncts_clock_tree', 'done', ''),
('grt', 'antenna_found_initial', '0', ''),
('drt', 'route.detailed.vias_per_inst', '5.45', ''),
('timing', 'timing_max_transition_violations_final', '0', ''),
('clock_network', 'cts.repair.resized', '0', ''),
('timing', 'sum_neg_setup_slack', '0', 'ns'),
('placed_design', 'globalplace.congestion', '0.809', ''),
('cells_and_area', 'drive_gt1_frac', '0.291', ''),
('yosys', 'post_synth_instance_area', '0.0102', 'sq mm'),
('floorplanning', 'die-width', '162', 'um'),
('yosys', 'yosysWarnings', '1', ''),
('yosys', 'numSynthFlops', '272', ''),
('drt', 'residual_drc', '0', ''),
('power', 'vdd.ir_drop.worst', '0.451', 'mV'),
('yosys', 'avgSynthCellArea', '23.5', 'sq um'),
('clock_network', 'cts_buffers', '27', ''),
('yosys', 'synth.largest_area_cell', 'edfxtp_1', ''),
('timing', 'setup_viol_count_final', '0', ''),
('yosys', 'yosys-top-cells-area', 'edfxtp_1 (80%), mux4_2 (14%), a22oi_1 (2.4%)', ''),
('floorplanning', 'floorplan.rows', '58', ''),
('cells_and_area', 'final_core_util', '0.483', ''),
('placed_design', 'detailed_place_hpwl', '11600', 'um'),
('timing', 'rsz_0062_raised_after_global_routing', 'no', ''),
('job', 'cap_viol_max_count', '0', ''),
('min_path', 'hp-class', 'register to register', ''),
('yosys', 'synth.yosys.num_cells', '434', ''),
('floorplanning', 'chip_height', '162', 'um'),
('drt', 'route.antenna.remaining_nets', '0', ''),
('placed_design', 'portBuffers', '38', '');
path summary, 6_finish.rpt:
check             startpoint  endpoint  slack (ns)  cells past startpoint
setup / recovery    dout[14]  dout[14]        0.74                      1
hold / removal    mem[14][2]   dout[2]        0.75                      3
setup reg to reg   mem[2][2]   dout[2]        1.11                      3
hold reg to reg   mem[14][2]   dout[2]        0.75                      3
stage by stage:
| step | worst slack (ns) | hold slack, ns | cell area (sq um) |
|---|---|---|---|
| after floorplan | 0.105 | 0.639 | 10200 |
| after global placement | 0.245 | 0.731 | 11300 |
| after detailed placement | 0.238 | 0.741 | 11300 |
| after CTS | 0.762 | 0.757 | 12100 |
| after global routing | 0.702 | 0.773 | 12100 |
| final | 0.739 | 0.752 | 12100 |
logic make-up (layout without fill, tap and decap cells):
| logic type | count (synthesis) | count (layout) | share of synthesized area |
|---|---|---|---|
| AND-OR/OR-AND | 32 | 32 | 0.0236 |
| buffers and inverters | 23 | 119 | 0.0131 |
| flip-flops | 272 | 272 | 0.802 |
| multiplexers | 64 | 64 | 0.142 |
| AND/OR/NAND/NOR | 43 | 43 | 0.0189 |
flip-flops by register name, summed over array words and instances (netlist names):
register and cells:
mem 256, dout 16
where the power goes:
part	switching [mW]	total, mW	internal (mW)
clock network	1.44	3.62	2.18
registers	0.0240	4.78	4.76
logic	0.238	0.457	0.219
placed cells by master, fill, tap and decap left out:
cell type and n:
clkdlybuf4s50_1 36, buf_4 27, nand3b_1 2, nor3_2 4, clkbuf_16 27, nand3_1 1, a22oi_1 32, nor2b_1 2
edfxtp_1 272, clkbuf_1 1, buf_12 9, bufinv_16 4, nand2b_1 2, clkinv_1 7, clkinv_2 7, nor2_1 1
and2_1 1, mux4_1 2, or3b_2 1, nand2_1 17, buf_2 1, mux4_2 62, nor2_2 12
synth_stat cells:
library cell and count:
mux4_2 62, nand2b_1 2, buf_2 2, nor3_1 4
buf_6 5, nand2_1 17, nor2b_1 2, and2_1 1
mux4_1 2, nor2_1 13, or3b_2 1, nand3_1 1
clkbuf_1 14, edfxtp_1 272, buf_4 2, nand3b_1 2
a22oi_1 32
metal layers:
metal,vias up,GRT usage,share of wire
met5,-,0,0
met4,0,0.0330,0.023
met3,43,0.114,0.14
met2,302,0.267,0.48
met1,2339,0.250,0.36
li1,2005,-,-
cell type report:
| type | instances | area (sq um) |
|---|---|---|
| sequential | 272 | 8170 |
| fill | 2027 | 13000 |
| clock inverter | 18 | 181 |
| multi-input combinational | 139 | 1930 |
| timing repair buffer | 73 | 748 |
| tap | 330 | 413 |
| clock buffer | 28 | 679 |
Power figures rest on the tool's default switching activity, not on a simulated workload.
