<file path="/design/flow/run.sh">
#!/bin/bash
# OpenROAD 26Q1-2900-gdf79404cd8, Yosys 0.63+post, stock flow scripts
make -C /OpenROAD-flow-scripts/flow DESIGN_CONFIG=/design/flow/config.mk WORK_HOME=/design/flow/orfs finish
</file>
<file path="/design/flow/config.mk">
export PLATFORM = sky130hd
export DESIGN_NAME = alu16
export DESIGN_NICKNAME = alu16
export VERILOG_FILES = /design/flow/design.v
export SDC_FILE = /design/flow/constraint.sdc
export NUM_CORES = 4
export LEC_CHECK = 1
export CORE_UTILIZATION = 30
</file>
<file path="/design/flow/constraint.sdc">
current_design alu16

set clk_period 9.7
set clk_io_pct 0.2

create_clock -name clk0 -period $clk_period

set non_clock_inputs [all_inputs -no_clocks]
set_input_delay [expr $clk_period * $clk_io_pct] -clock clk0 $non_clock_inputs
set_output_delay [expr $clk_period * $clk_io_pct] -clock clk0 [all_outputs]
</file>
<file path="/design/flow/design.v">
module alu16 (
    input [15:0] A, B,           
    input [3:0] ALU_Sel,         
    output reg [15:0] ALU_Out,   
    output reg Zero,             
    output reg Carry,            
    output reg Negative          
);
    reg [16:0] tmp;  
    always @(*) begin
        Carry = 0;
        case (ALU_Sel)
            4'b0000: begin  
                tmp = A + B;
                ALU_Out = tmp[15:0];
                Carry = tmp[16];
            end
            4'b0001: begin  
                tmp = A - B;
                ALU_Out = tmp[15:0];
                Carry = tmp[16];
            end
            4'b0010: ALU_Out = A & B;      
            4'b0011: ALU_Out = A | B;      
            4'b0100: ALU_Out = A ^ B;      
            4'b0101: ALU_Out = ~A;         
            4'b0110: ALU_Out = A << 1;     
            4'b0111: ALU_Out = A >> 1;     
            4'b1000: ALU_Out = (A == B) ? 16'h0001 : 16'h0000;  
            4'b1001: ALU_Out = (A > B) ? 16'h0001 : 16'h0000;   
            default: ALU_Out = 16'h0000;
        endcase
        Zero = (ALU_Out == 16'h0000) ? 1'b1 : 1'b0;
        Negative = ALU_Out[15];  
    end
endmodule
</file>
==> run summary <==
flow finished, numbers: Logic area 2690 um^2, crit-path leading delay family AND-OR/OR-AND gates, flip-flop and latch count 0, RD Place Congestion 0.994, Slew @ Worst Pin 0.881 ns, Util after Layout 0.378, Layout fillers 1013, crit path max fanout 3, Reg area 0 um^2, Seq share, synth 0, CP Class input pin to output pin, Synth top area share 0.201, cell mode on critical path clkdlybuf4s50_1, Antenna Violating Nets Remaining 0, yosys stat area 2980 um^2, worst vdd ir 0.0216 mV, global-route track usage on met1 0.311, CTS resizes 0, worst-path cell with the longest stage delay clkdlybuf4s50_1, Area growth, synth to finish 22.6%, initial antenna violation count 0, maxcap violations 0, grt met3 use 0.0364, die area 10400 um^2, cell taking the most area after synthesis ha_1, diode count 0, fmax 125 MHz, drt pass-1 iters 8, Synth area leaders ha_1, inv_1, nor2_1, Setup crit start kind input pin, Setup TNS 0 ns, CP Capture Type output pin, fin. max-slew vios 0, global route overflow 0, HP Class input pin to output pin, port buffer count 55, Residual DRC 0, final hold violations 0, yosys cell count 453, fp_density 0.308, Critical Path, Cell by Cell clkdlybuf4s50_1 > inv_1 > ha_1 > fa_1 > or2_2 > a211oi_1 > o41ai_1 > o221a_2 > o31ai_1 > mux2_2 > a221o_1 > nor4_2 > clkdlybuf4s50_1, syn_area_per_cell 6.59 um^2, Netlist cell types 69, IO Count 55, clock buf count 0, Total GRT Usage 0.216, leak pwr 1.52 nW, routed len/inst 17.7 um, tool warnings 64, Netlist Area Pre-Place 2980 um^2, share of layout cells above drive strength 1 0.0637, RSZ-0062 raised after global routing false, hpwl dp 8390 um, number of vias per cell 5.95, CP required 7.76 ns, largest net degree at the start of global routing 23, Cells after Synth 453, first-pass GRT wire length 17400 um, Crit path largest cell delay 0.51 ns, Most Crowded Layer GR met2, vias in the first global route 3361, WP data arrival 6.07 ns, site row count 36, post-CTS setup buffers 0, Top cells excl fill/tap clkdlybuf4s50_1, ha_1, inv_1, Top cell excl fill/tap clkdlybuf4s50_1, # hold bufs at CTS 0, met2 Track Usage GR 0.333, pwr dens 54.6 nW/um^2, yosys synthesis warning count 1, Core ar. 9680 um^2, drt total wl 11000 um, status completed, fin crit share 0.826, Tmin final 8.01 ns, final-report setup violation count 0, via count 3689, die height 102 um, Slew headroom 0.411, crit path buf inv count 3, Iter 0 DRT Violations 269, Die Width 102 um
==> logic make-up (layout without fill, tap and decap cells) <==
family | count (synthesis) | in the layout | synth area share
compound gates | 161 | 161 | 0.376
simple gates | 155 | 155 | 0.275
buf+inv | 79 | 113 | 0.108
fa+ha+maj | 50 | 50 | 0.215
mux | 6 | 6 | 0.0210
xor+xnor | 2 | 2 | 0.00587
==> cell type report <==
| class | instances | area share |
|---|---|---|
| multi-input cells | 374 | 0.734 |
| repair buffers | 65 | 0.171 |
| inverters | 48 | 0.0492 |
| well taps | 133 | 0.0455 |
==> Yosys cell counts, types with 3 or more instances <==
cell       count
a211oi_1      12
mux2i_1        4
o21a_1         3
a21oi_1       32
o2bb2ai_1      6
ha_1          48
nand2_1       29
a2111oi_0     10
clkbuf_1      19
nor2b_1        4
a21o_1         5
nand2b_1       8
o221ai_1       3
a221o_1        3
o21ai_0       28
nor3_1        22
o221a_2        3
buf_2          8
nand3b_1       3
nor2_1        44
nor4b_1        4
a221oi_1      10
nor4_1         6
o31ai_1        3
o22ai_1        6
nand3_1        9
a31oi_1       10
o211ai_1       7
inv_1         47
or2_2          4
==> where the power goes <==
group / total (mW) / switching (mW) / internal (mW)
logic: 0.200 / 0.110 / 0.0900
clock network: 0 / 0 / 0
registers: 0 / 0 / 0
total: 0.200 / 0.110 / 0.0900
==> path summary, 6_finish.rpt <==
| kind | start | to | slack [ns] | cells past startpoint |
|---|---|---|---|---|
| setup / recovery | A[0] | Zero | 1.69 | 13 |
| hold / removal | A[2] | ALU_Out[3] | 5.05 | 4 |
==> stage by stage <==
step	worst slack, ns	hold slack, ns	instance area (um^2)	power [mW]	instances
after floorplan	3.37	3.98	2980	0.120	453
after global placement	1.81	5.06	3660	0.196	620
after detailed placement	1.81	5.05	3660	0.195	620
after CTS	1.78	5.06	3660	0.197	620
after global routing	1.56	5.10	3660	0.219	620
final	1.69	5.05	3660	0.200	620
==> tightest hold or removal path: stages <==
cell,delay (ns)
clkdlybuf4s50_1,0.53
nand2_1,0.11
o211ai_1,0.11
clkdlybuf4s50_1,0.42
==> per-layer routing <==
metal	wire, um	up-vias	share of wire
met5	0	-	0
met4	315	0	0.029
met3	1050	31	0.096
met2	4760	170	0.43
met1	4860	1722	0.44
li1	-	1766	-
Power and IR drop assume default switching activity.
