--- flow/constraint.sdc ---
current_design universal_shift_reg16

set clk_period 1.9
set clk_io_pct 0.2

create_clock -name clk0 -period $clk_period [get_ports {clk}]

set non_clock_inputs [all_inputs -no_clocks]
set_input_delay [expr $clk_period * $clk_io_pct] -clock clk0 $non_clock_inputs
set_output_delay [expr $clk_period * $clk_io_pct] -clock clk0 [all_outputs]
--- flow/config.mk ---
export PLATFORM = sky130hd
export DESIGN_NAME = universal_shift_reg16
export DESIGN_NICKNAME = universal_shift_reg16
export VERILOG_FILES = /design/flow/design.v
export SDC_FILE = /design/flow/constraint.sdc
export NUM_CORES = 4
export LEC_CHECK = 1
export CORE_AREA = 10 10 102 102
export DIE_AREA = 0 0 112 112
--- flow/design.v ---
module universal_shift_reg16 (
    input clk,                   
    input rst,                   
    input [1:0] mode,            
    input [15:0] d,              
    input sin_left,              
    input sin_right,             
    output reg [15:0] q          
);
    always @(posedge clk or posedge rst) begin
        if (rst)
            q <= 16'b0;  
        else begin
            case (mode)
                2'b00: q <= q;                          
                2'b01: q <= {sin_left, q[15:1]};        
                2'b10: q <= {q[14:0], sin_right};       
                2'b11: q <= d;                          
                default: q <= q;
            endcase
        end
    end
endmodule
--- flow/run.sh ---
#!/bin/bash
# OpenROAD 26Q1-2900-gdf79404cd8, Yosys 0.63+post, stock flow scripts
make -C /OpenROAD-flow-scripts/flow DESIGN_CONFIG=/design/flow/config.mk WORK_HOME=/design/flow/orfs finish
==> impl_metrics.csv <==
group,metric,value,unit
sta,setup_violations,0,
route,wirelength,2402,um
synthesis,netlist_area,843.3,um^2
floorplanning,core,8217,um^2
synthesis,common_cells,"dfrtp_1, mux4_1, mux4_2",
layout,largest_register_ffs,16,
synthesis,ys_seq_elements,16,
global_route,grt.total_usage,3.747,%
clock_network,h-tree-depth,1,
layout,fin_cells,181,
clock_network,cts_tree,"yes",
layout,top_regs,"q: 16 flops",
route,first_pass_iters,4,
floorplanning,rows,33,
route,drc_errors,0,
synthesis,synth.avg_cell_area,22.79,um^2
placed_design,dp_cells,177,
sta,skew,0.0006424,ns
setup_path,crit_fanout,4,
setup_path,rrSetupSlack,0.84,ns
setup_path,cp-start-kind,"flop",
setup_path,cp_num_buf_inv,1,
sta,hold_viol,0,
route,diodes,0,
global_route,antenna_found_initial,0,
clock_network,clockBufferDepth,2,
synthesis,synthDominantCellAreaShare,47.48,%
synthesis,synth-edff-count,0,
pwr,leakage,0.5288,nW
synthesis,ys_types,7,
clock_network,cts.sinks,16,
layout,final_area,1399,um^2
clock_network,clock.latency.late_pin,0.24,ns
setup_path,rr_startpoint,"q[11]",
global_route,grt_pass1_wl,3822,um
layout,fin_util,17.02,%
layout,area_growth,65.88,%
clock_network,cts_setup_buffers,0,
sta,rsz0062_at_grt,"false",
synthesis,synthCells,37,
setup_path,critPathTopFamily,"buffers and inverters",
layout,num-fill-cells,885,
synthesis,ys_cells,37,
synthesis,top_area_cell,"dfrtp_1",
global_route,grt_max_degree,17,
pwr,total_power,1.147,mW
floorplanning,initCoreUtil,10.26,%
setup_path,cp_slowest_stage_delay,0.49,ns
min_path,hold_class,"input pin to asynchronous set/reset pin",
job,cap_violations,0,
clock_network,hold_buffers,0,
job,warnings,25,
placed_design,postPlaceCellArea,1344,um^2
clock_network,clock-root-buffer,"clkbuf_8",
status,status,"finished, final reports clean",
floorplanning,die_w,112,um
floorplanning,die_h,112,um
route,drt_iter0_drc,26,
placed_design,place_congestion,0.6800,
setup_path,cp_cell_sequence,"clkdlybuf4s50_1",
route,wire_per_inst,13.27,um
synthesis,flop_cell,"dfrtp_1",
sta,timing.final.crit_period,1.527,ns
clock_network,path_clk_slew,0.06,ns
setup_path,crit_path_end_kind,"output port",
sta,fmax,654.8,MHz
sta,fin_crit_sh,80.38,%
setup_path,worstPathArrival,1.15,ns
sta,worst_pin_slew,0.6271,ns
synthesis,ys_chip_area,843.3,um^2
pwr,power.density,819.8,nW/um^2
layout,top_register,"q",
route,vias,557,
floorplanning,io_pins,38,
sta,slew-limit-headroom,58.15,%
setup_path,critPathRequiredTime,1.52,ns
synthesis,ys_warn_count,1,
synthesis,async_flop_share,100.0,%
route,viasPerCell,3.077,
global_route,grt_overflow,0,
synthesis,synth.most_common_cell,"dfrtp_1",
sta,slew_viol_final,0,
synthesis,area_leaders,"dfrtp_1, mux4_1, mux4_2, buf_12, buf_6",
pwr,peakVddDrop,0.0001985,V
placed_design,port_buffers,37,
route,antenna_left,0,
sta,setup_tns,0,ns
clock_network,cts_resized,0,
setup_path,startpoint,"q[6]",
setup_path,cp_slowest_cell,"clkdlybuf4s50_1",
layout,drive_above_1_share,15.79,%
synthesis,yosys.stat.seqShare,47.48,%
floorplanning,dieArea,12540,um^2
setup_path,crit_type,"flop to output port",
clock_network,cts_buffers,3,
global_route,grt_pass1_vias,695,
==> path summary, 6_finish.rpt <==
kind                       endpoint  cells past startpoint
setup / recovery               q[6]                      1
hold / removal                 q[6]                      2
setup reg to reg              q[10]                      1
hold reg to reg                q[0]                      1
max in group asynchronous     q[15]                      2
min in group clk0              q[0]                      1
==> area by class of cell <==
class | count | area (um^2) | share of cell area [%]
Clock buffer | 4 | 55.05 | 3.936
Inverter | 1 | 3.754 | 0.2683
Multi-Input combinational cell | 16 | 397.9 | 28.44
Sequential cell | 16 | 400.4 | 28.62
Tap cell | 105 | 131.4 | 9.392
Timing Repair Buffer | 39 | 410.4 | 29.34
==> cell usage in the layout (no fill, tap or decap), drive strengths merged <==
cell	instances
dfrtp	16
inv	1
mux4	16
clkdlybuf4s50	37
buf	2
clkbuf	4
==> stage by stage <==
stage	hold WS (ns)	setup WS, ns
3_5_place_dp	0.6010	0.09074
4_1_cts	0.5446	0.3394
6_report	0.5150	0.3729
3_3_place_gp	0.6022	0.1479
2_1_floorplan	0.2937	0.6631
5_1_grt	0.5843	0.2983
==> where the power goes <==
group / internal [mW] / switching, mW / leakage (nW) / total, mW
sequential: 0.420 / 0.0809 / 0.187 / 0.501
combinational: 0.289 / 0.0559 / 0.313 / 0.344
clock: 0.184 / 0.118 / 0.0288 / 0.301
total: 0.892 / 0.255 / 0.529 / 1.15
==> logic make-up after synthesis <==
| family | after synthesis | synth area share (%) |
|---|---|---|
| mux | 16 | 47.18 |
| flops | 16 | 47.48 |
| buf+inv | 5 | 5.341 |
==> layer usage <==
layer  wire, um  up-vias  GRT usage [%]
met5          0        -              0
met4         54        0          1.015
met2       1277       18          6.410
met1        927      295          4.394
met3        143        2          1.249
li1           -      242              -
Power and IR drop assume default switching activity.
